<file path="./config.mk">
export PLATFORM = sky130hd
export DESIGN_NAME = pwm_generator
export DESIGN_NICKNAME = pwm_generator
export VERILOG_FILES = /design/flow/design.v
export SDC_FILE = /design/flow/constraint.sdc
export NUM_CORES = 4
export LEC_CHECK = 1
export CORE_AREA = 10 10 106 106
export DIE_AREA = 0 0 116 116
</file>
<file path="./constraint.sdc">
current_design pwm_generator

set clk_period 4.4
set clk_io_pct 0.2

create_clock -name clk0 -period $clk_period [get_ports {aclk}]

set non_clock_inputs [all_inputs -no_clocks]
set_input_delay [expr $clk_period * $clk_io_pct] -clock clk0 $non_clock_inputs
set_output_delay [expr $clk_period * $clk_io_pct] -clock clk0 [all_outputs]
</file>
<file path="./design.v">
module pwm_generator #(
  parameter counter_width = 12
)(
  input aclk, 
  input resetn, 
  input [counter_width-1:0] period, 
  input [counter_width-1:0] comparator, 
  output reg [counter_width-1:0] counter, 
  output pwm
);
  always @(posedge aclk)
    if (!resetn)
      counter <= 1'b0;
    else 
      if (counter <= period)
        counter <= counter + 1;
      else 
        counter <= 0;
  assign pwm = (!resetn || (comparator < counter))? 1'b0: 1'b1;
endmodule
</file>
<file path="./run.sh">
#!/bin/bash
# OpenROAD 26Q1-2900-gdf79404cd8, Yosys 0.63+post, stock flow scripts
make -C /OpenROAD-flow-scripts/flow DESIGN_CONFIG=/design/flow/config.mk WORK_HOME=/design/flow/orfs finish
</file>
==> Slide: Implementation Results <==
Synthesis and Place & Route Summary

Outcome
  – Outcome: complete, no violations

Detailed routing
  – N_diodes: 0
  – DRT iter0 DRCs: 11
  – DR vias/cell: ~3.5
  – Routed wire per std cell: approximately 12 um
  – Routed via count: between 900 and 1000
  – DRC viols: 0
  – DRT Pass-1 Iters: 4
  – Drt total wl: roughly 3300 um
  – Final antenna-violating net count: 0

Power and ir drop
  – Total power: about 0.30 mW
  – Worst IR Drop VDD: about 0.063 mV
  – P per Cell Area: 185 nW/um^2
  – Pleak: ~0.65 nW

Final layout
  – Most flops, register: counter
  – Finished Core Util: between 10% and 20%
  – Max reg flops: 12
  – Dominant logic cell type in the layout: clkdlybuf4s50_1
  – Share of cells above drive strength 1: around 2.9%
  – Area Growth Syn to Fin: 53.0%
  – Final Cell Area: roughly 1600 sq um
  – Top Layout Cells: clkdlybuf4s50_1, ha_1, inv_1
  – Largest registers: counter x12

CTS
  – CTS clk-pin slew, worst paths: 50 ps
  – Setup Buffers After CTS: 0
  – Latency at later pin: roughly 230 ps
  – Post_cts resized: 0
  – CTS sink count: 12
  – CTS tree: done
  – Hold-fix buffers, CTS: 0
  – Max Buffers Root-to-Sink: 2
  – CTS buffer count: 3
  – Max H-tree Level: 1
  – Root buffer cell: clkbuf_8

Critical path
  – Critical path endpoint category: output pin
  – Crit path DAT: between 2000 and 3000 ps
  – Worst Path Required: between 3000 and 4000 ps
  – Reg2Reg Depth: 7
  – Worst-path maximum fanout: 2
  – Startpoint types: primary input
  – Reg-to-reg endpoint: counter[8]$_SDFF_PN0_
  – Crit Path Category: primary input to output pin
  – RR Startpoint: counter[0]$_SDFF_PN0_
  – R2R setup slack: 2450 ps

Logic synthesis
  – # Cells Yosys: around 130
  – Register bit total from synthesis: 12
  – Yosys chip area: between 1000 and 1500 sq um
  – Post-synth EDFFs: 0
  – Synth Flop Type: dfxtp_1
  – Syn_area_per_cell: between 8 and 9 sq um
  – Seq share, synth: between 20% and 30%
  – Yosys warns: 1
  – Mapped Area: about 1100 sq um
  – Netlist cell types: 24
  – Syn Inst Count: ~130
  – Ys async rst share: 0%

Worst hold path
  – HP Start: counter[0]$_SDFF_PN0_
  – Worst hold path endpoint: counter[0]$_SDFF_PN0_
  – Hold Crit Class: flop to flop
  – Hold Path Cell Cnt: 1

Floorplan
  – Die X: about 120 um
  – Fp util: a little under an eighth
  – Die ar.: between 10000 and 15000 sq um
  – IO Pins: 39
  – Rows: 34
  – DIE HEIGHT: 116 um
  – Core Region: 8850 sq um

Flow run
  – Max-cap violation count: 0
  – Tool warnings: 25

STA
  – Fin crit share: between 80% and 90%
  – TNS Setup: 0 ps
  – Achievable Freq: 0.270 GHz
  – Endpoints failing setup: 0
  – Fin crit period: between 3000 and 4000 ps
  – Max-slew violation count: 0
  – Setup Skew: approximately 0.5 ps
  – Measured slew at the worst slew-check pin: roughly 600 ps
  – Fin. Hold Viols: 0
  – RSZ-0062 raised after global routing: false
  – Max-slew headroom: around three fifths

Global route
  – Antenna violations before repair: 0
  – Grt ovf: 0
  – Largest net degree at the start of global routing: 13
  – First-pass GRT wire length: 5100 um
  – Global-route usage over all layers: between 4 and 5%
  – Vias in the first global route: about 990

Place
  – Placed instance area: 1560 sq um
  – IO buf count: 38
  – GP Congestion: approximately 0.77
  – HPWL after DPL: 2890 um
## cell type report
cell class	count	area, sq um
clock buffer	4	55.1
fill	985	7230
inverter	23	86.3
multi-input combinational	94	718
sequential	12	240
tap	108	135
timing repair buffer	38	380
## report_power, final
part	switching, mW	internal, mW
combinational	0.0240	0.0406
sequential	0.00544	0.111
clock	0.0379	0.0788
total	0.0673	0.231
## synthesized netlist by cell type (all sizes together) (2+ instances only)
library cell  instances  area [sq um]
xnor2                10          87.6
nand2b                2          12.5
nand4                 7          43.8
nor3                  3          15.0
nor2                 13          48.8
a21oi                 7          35.0
dfxtp                12           240
a21o                  2          15.0
inv                  23          86.3
nand2                 5          18.8
ha                   24           300
o21ai                 2          10.0
a211o                 2          17.5
nand3                 6          30.0
nor2b                 3          18.8
## critical path, stage by stage
cell             delay (ps)
clkdlybuf4s50_1         420
ha_1                    310
and2_1                  170
a221oi_1                260
a21oi_1                 110
o31a_1                  240
clkdlybuf4s50_1         430
## per-layer routing
| metal | global-route usage [%] | share of wire, % | up-vias | wire length [um] |
|---|---|---|---|---|
| met5 | 0 | 0 | - | 0 |
| met4 | 1.00 | 1.7 | 0 | 56 |
| met3 | 1.99 | 10 | 2 | 335 |
| met2 | 7.21 | 42 | 30 | 1410 |
| met1 | 6.41 | 46 | 419 | 1520 |
| li1 | - | - | 529 | - |
## cell families after synthesis
group	synth area share, %
xor gates and xnor gates	8.29
adders and majority gates	28.4
buffers and inverters	9.24
DFF	22.7
and+or+nand+nor	19.6
AOI/OAI and AO/OA	11.7
## per-stage QoR
stage          worst slack (ps)  cells  hold slack (ps)
5_1_grt                     524    279              585
3_5_place_dp                646    275              523
2_1_floorplan              1660    130              452
4_1_cts                     638    279              534
3_3_place_gp                653    275              514
6_report                    702    279              538
## worst max-delay path by stage
stage / start / end / slack, ps / depth (start not counted)
6_report: comparator[7] / pwm / 700 / 7
5_1_grt: comparator[7] / pwm / 520 / 8
4_1_cts: comparator[7] / pwm / 640 / 7
Power and IR drop assume default switching activity.
