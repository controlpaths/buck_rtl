--- design.v ---
module ramp #(
  parameter signal_width = 12
)(
  input aclk, 
  input resetn, 
  input clock_enable,
  input [signal_width-1:0] goal, 
  output reg [signal_width-1:0] out_ramp 
);
  always @(posedge aclk)
    if (!resetn)
      out_ramp <= 0;
    else 
      if (clock_enable)
        if (goal > out_ramp)
          out_ramp <= out_ramp + 1;
        else if (goal < out_ramp)
          out_ramp <= out_ramp - 1;
        else
          out_ramp <= out_ramp;
endmodule
--- run.sh ---
#!/bin/bash
# OpenROAD 26Q1-2900-gdf79404cd8, Yosys 0.63+post, stock flow scripts
make -C /OpenROAD-flow-scripts/flow DESIGN_CONFIG=/design/flow/config.mk WORK_HOME=/design/flow/orfs finish
--- config.mk ---
export PLATFORM = sky130hd
export DESIGN_NAME = ramp
export DESIGN_NICKNAME = ramp
export VERILOG_FILES = /design/flow/design.v
export SDC_FILE = /design/flow/constraint.sdc
export NUM_CORES = 4
export LEC_CHECK = 1
export CORE_AREA = 10 10 94 94
export DIE_AREA = 0 0 104 104
--- constraint.sdc ---
current_design ramp

set clk_period 10.0
set clk_io_pct 0.2

create_clock -name clk0 -period $clk_period [get_ports {aclk}]

set non_clock_inputs [all_inputs -no_clocks]
set_input_delay [expr $clk_period * $clk_io_pct] -clock clk0 $non_clock_inputs
set_output_delay [expr $clk_period * $clk_io_pct] -clock clk0 [all_outputs]
==> results.txt <==
status: completed
Critical Path Sink: out_ramp[10]
Layout Skew: 0.00105 ns
Gate Count Post-Synth: 143
I/O pins: 27
Critical Path Fanout Max: 12
worst path buffer plus inverter count: 2
hpwl dp: 2450 µm
CTS resizes: 0
Largest register FFs: 12
post-route antenna net violation count: 0
Power, Total: 440 µW
Critical Path Start: goal[6]
Hold WC Path Type: flip-flop to flip-flop
Vias per Instance: 4.09
CP Depth: 15
drt first-iter violations: 21
total tool warning count: 25
CTS Sinks: 12
FF-to-FF End: out_ramp[10]
Critical Path RT: 10.18 ns
ys flop type: dfxtp_1
Largest cells by area: ha_1, dfxtp_1, mux2i_1
Setup-failing EPs final: 0
family with the most delay on the worst path: AND-OR/OR-AND gates
max cap viols: 0
count of library flops with an enable pin: 0
CTS root buf: clkbuf_8
Place WS: 4.45 ns
leading area contributor after synthesis: ha_1
f_max: 189 MHz
Diodes inserted: 0
CP Capture Type: flip-flop
Fin. Hold Viols: 0
most instantiated library cell after synthesis: ha_1
R2R Path Start: out_ramp[1]
floorplan row count: 30
Reg with most FFs: out_ramp
worst hold margin: 0.486 ns
Cell Pwr Density: 257 nW/µm²
routed len/inst: 11.5 µm
Port Buffers: 26
max incr delay on CP: 0.41 ns
synthesized area: 1300 µm²
area reported by Yosys stat: 1300 µm²
P_leak: 0.708 nW
grt ovf: 0
Placer Congestion: 0.888
vias: 1091
initial core utilization: 19.0%
share of layout cells above drive strength 1: 7.60%
die height: 104 µm
DR pass1 iterations: 4
hold buffer count at cts: 0
FF-to-FF setup slack: 6.39 ns
Final Worst Setup Slack: 4.70 ns
ys async rst share: 0%
Rel. slew slack: 47.2%
synth warn: 1
crit path kind: input port to flip-flop
RSZ-0062 raised after global routing: false
CTS tree: yes
Tightest Pin Transition: 0.792 ns
synth cell count leaders: ha_1, dfxtp_1, inv_1, nand2_1
maximum root-to-sink buffer count: 2
Num CTS Buffers: 3
H-tree depth: 1
CTS clock-pin slew for the worst setup and hold paths: 0.05 ns
cell count in the Yosys report: 143
overall routing resource usage: 5.60%
setup bufs post-CTS: 0
Seq cells post-synth: 12
post-route DRC violation count: 0
Mean Syn Cell Area: 9.08 µm²
Largest regs: out_ramp x12
Setup TNS: 0 ns
vias in the first global route: 1081
Distinct cells, synth: 45
global-route wire length before repair: 5270 µm
period utilization: 53.0%
crit-path cells: clkdlybuf4s50_1 -> ha_1 -> a21o_1 -> a21oi_1 -> a21oi_1 -> nor4b_4 -> o21bai_1 -> buf_4 -> ha_1 -> a211o_1 -> a221oi_2 -> mux2_1 -> nand4_1 -> mux2i_1 -> nor2b_1
max-slew violation count: 0
antenna violations before repair: 0
Peak VDD IR: 0.0528 mV
Period minus WS final: 5.30 ns
r2r worst-path depth: 15
Chip Width: 104 µm
chip area: 10800 µm²
Crit path arrival time: 5.48 ns
clock latency (worst-skew pair): 0.24 ns
Worst Setup Start Kind: input port
Synth top area share: 21.2%
Post-Route WL: 3080 µm
Slowest-stage cell, CP: clkdlybuf4s50_1
core area: 6830 µm²
sequential cell area fraction in the yosys report: 18.5%
Layout area overhead: 31.9%
largest net degree at the start of global routing: 16
Fill cells: 754
tightest hold or removal path, stage by stage, from the launching register on:
cell	delay, ns
dfxtp_1	0.31
nand2_1	0.06
mux2i_1	0.06
worst min path at each step:
stage	from	cells after the start	slack [ns]	end
6_report	out_ramp[11]	2	0.49	out_ramp[11]
5_1_grt	out_ramp[11]	2	0.49	out_ramp[11]
4_1_cts	out_ramp[11]	2	0.49	out_ramp[11]
per-layer routing:
metal | vias up | global-route usage (%) | part of all wire (%)
li1 | 580 | - | -
met1 | 479 | 7.99 | 52
met2 | 27 | 8.47 | 41
met3 | 5 | 1.13 | 4.9
met4 | 0 | 1.19 | 2.4
met5 | - | 0 | 0
kinds of logic (layout without fill, tap and decap cells):
family	Yosys count	count (layout)	share of synthesized area [%]
DFF	12	12	18.5
and+or+nand+nor	43	43	20.7
buffers and inverters	14	42	4.62
xor gates and xnor gates	7	7	4.72
AOI/OAI and AO/OA	35	35	21.7
adders and majority gates	23	23	22.7
muxes	9	9	7.03
stage by stage:
step | instance area [µm²] | utilization, % | cells
2_1_floorplan | 1300 | - | 143
3_3_place_gp | 1670 | 24.5 | 264
3_5_place_dp | 1670 | 24.5 | 264
4_1_cts | 1710 | 25.1 | 267
5_1_grt | 1710 | 25.1 | 267
6_report | 1710 | 25.1 | 267
placed cells by master (no fill, tap or decap), types with 2 or more instances in the layout:
| cell type | instances |
|---|---|
| clkbuf_8 | 3 |
| inv_1 | 12 |
| a21o_1 | 3 |
| or3_1 | 2 |
| ha_1 | 22 |
| xnor2_1 | 5 |
| a211oi_1 | 2 |
| nand2_1 | 10 |
| clkdlybuf4s50_1 | 26 |
| nand4_1 | 5 |
| nor2b_1 | 6 |
| and2_1 | 3 |
| a21boi_1 | 2 |
| mux2i_1 | 8 |
| o21ai_0 | 4 |
| a21oi_1 | 8 |
| nor2_1 | 5 |
| nand3b_1 | 3 |
| o21a_1 | 3 |
| dfxtp_1 | 12 |
| xor2_1 | 2 |
power breakdown:
part | total, mW | internal (mW) | switching, mW
clock network | 0.0444 | 0.0266 | 0.0179
registers | 0.0820 | 0.0643 | 0.0177
logic | 0.314 | 0.163 | 0.151
cell type report:
class	instances	area [µm²]	share of cell area, %
well taps	96	120	7.01
inverters	12	45.0	2.63
flip-flops and latches	12	240	14.0
clock buffers	3	41.3	2.41
multi-input cells	117	998	58.3
repair buffers	27	268	15.6
No activity file was given, so power comes from the tool's default toggle rates.
