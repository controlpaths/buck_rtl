===== ./config.mk =====
export PLATFORM = sky130hd
export DESIGN_NAME = buck_v1_0
export DESIGN_NICKNAME = buck_v1_0
export VERILOG_FILES = /design/flow/design.v
export SDC_FILE = /design/flow/constraint.sdc
export NUM_CORES = 4
export LEC_CHECK = 1
export CORE_UTILIZATION = 30

===== ./constraint.sdc =====
current_design buck_v1_0

set clk_period 37.3
set clk_io_pct 0.2

create_clock -name clk0 -period $clk_period [get_ports {aclk}]

set non_clock_inputs [all_inputs -no_clocks]
set_input_delay [expr $clk_period * $clk_io_pct] -clock clk0 $non_clock_inputs
set_output_delay [expr $clk_period * $clk_io_pct] -clock clk0 [all_outputs]

===== ./design.v =====
module buck_v1_0 #(
  parameter model_data_width = 25,
  parameter model_decimal_width = 15
)(
  input aclk, 
  input resetn, 
  input clock_enable,
  input pwm, 
  input signed [model_data_width-1:0] input_voltage,
  input signed [model_data_width-1:0] period_inductor,
  input signed [model_data_width-1:0] period_capacitor,
  input signed [model_data_width-1:0] inverse_resistor,
  output reg signed [model_data_width-1:0] inductor_current,
  output signed [model_data_width-1:0] capacitor_current,
  output signed [model_data_width-1:0] output_current,
  output reg signed [model_data_width-1:0] output_voltage  
);
  wire signed [model_data_width-1:0] voltage_diff;  
  wire signed [(model_data_width*2)-1:0] voltage_diff_intl_2width;  
  wire signed [model_data_width-1:0] voltage_diff_intl;  
  wire signed [(model_data_width*2)-1:0] capacitor_current_intc_2width;  
  wire signed [model_data_width-1:0] capacitor_current_intc;  
  wire signed [(model_data_width*2)-1:0] output_current_2width;  
  assign voltage_diff = pwm? input_voltage - output_voltage: -output_voltage;
  assign voltage_diff_intl_2width = voltage_diff * period_inductor;
  assign voltage_diff_intl = voltage_diff_intl_2width >>> model_decimal_width;
  always @(posedge aclk)
    if (!resetn)
      inductor_current <= 0;
    else 
      if (clock_enable)
        inductor_current <= inductor_current + voltage_diff_intl;
  assign capacitor_current = inductor_current - output_current;
  assign capacitor_current_intc_2width = capacitor_current * period_capacitor;
  assign capacitor_current_intc = capacitor_current_intc_2width >>> model_decimal_width;
  always @(posedge aclk)
    if (!resetn)
      output_voltage <= 0;
    else 
      if (clock_enable)
        output_voltage <= output_voltage + capacitor_current_intc;
  assign output_current_2width = output_voltage * inverse_resistor;
  assign output_current = output_current_2width >>> model_decimal_width;
endmodule

===== ./run.sh =====
#!/bin/bash
# OpenROAD 26Q1-2900-gdf79404cd8, Yosys 0.63+post, stock flow scripts
make -C /OpenROAD-flow-scripts/flow DESIGN_CONFIG=/design/flow/config.mk WORK_HOME=/design/flow/orfs finish

==> out/qor.yml <==
clk_pin_slew_ps: 70
cts_buffer_depth: 2
io_buffers: 203
ys_seq_share: 0.0160
grt_pass1_vias: 50100
post_route_antenna_net_violation_count: 0
timing.final.crit_period_ps: 25530
avgViaCountPerCell: 4.57
postSynthCellCount: 7078
stdcell_count: 9903
floorplan.die_area_um2: 211000
floorplan.core_area_um2: 207000
slowest_delay_ps: 550
final.period_utilization: 0.684
tool_warnings: 26
grt_resource_usage_total: 0.191
yosysUniqueCellTypes: 70
layout-area-overhead-vs-synth_pct: 9.36
synthFlopType: "sky130_fd_sc_hd__dfxtp_1"
critical_path.endpoint_type: "output port"
grt_pass1_wl_um: 291000
synth.yosys.chip_area_um2: 62700
critPathMaxFanout: 25
cts-htree-levels: 2
synth.area.top_cells: "sky130_fd_sc_hd__fa_1, sky130_fd_sc_hd__inv_1, sky130_fd_sc_hd__ha_1, sky130_fd_sc_hd__and2_1, sky130_fd_sc_hd__nand2_1"
start_to_end_type_of_the_worst_setup_path: "in -> out"
synth.ff_latch_count: 50
chipHeight_um: 459
worst-endpoint-required_ps: 29840
totalWireLength_um: 184000
synth_area_um2: 62700
top_count_cell_post_synth: "sky130_fd_sc_hd__inv_1"
finalWeightedCongestion: 0.945
drt_iter0_markers: 1627
numCtsBuffers: 5
core.rowCount: 167
post_cts_buffers: 0
synth-async-reset-ratio: 0
synth.top_cells.by_count: "sky130_fd_sc_hd__inv_1, sky130_fd_sc_hd__fa_1, sky130_fd_sc_hd__nand2_1"
routed_vias: 45300
tns_ps: 0
drive_gt1_frac: 0.0336
area.sequential_um2: 1000
fp_util: 0.302
grt_antenna_before_repair: 5
grt_start_max_net_pins: 48
yosys.area.top_type: "sky130_fd_sc_hd__fa_1"
drcViolationCount: 0
ys_cells: 7078
rsz0062_at_grt: "no"
numPlacedInstances: 9894
status: "finished, final reports clean"
reg2regPathDepth: 71
clockRootBuffer: "sky130_fd_sc_hd__clkbuf_16"
detailed_place_hpwl_um: 146000
timing.final.setup_violations: 0
yosys_warnings: 1
drt-wirelength-per-cell_um: 18.5
hold_class: "reg -> reg"
max-cap-violations: 0
grt-ovfl-total: 0
critical-path-top-cell-by-count: "sky130_fd_sc_hd__fa_1"
fmaxAchievable_mhz: 39.2
cp.arrival_ps: 18070
synth_largest_type_area_fraction: 0.515
syn-mean-instance-area_um2: 8.86
fin_worst_skew_ps: 4.50
report.final.slew_viol_count: 0
detailedRoute.firstPassIterationCount: 5
final_core_utilization: 0.331
die_width_um: 459
worst_skew_pair.late_latency_ps: 300
max-slew-margin-rel: 0.423
cts_resized: 0
critical_path.slowest_cell: "sky130_fd_sc_hd__fa_1"
ctsHoldBuffers: 0
crit_path_start_kind: "input port"
cts_tree: "built"
hold_viol_final: 0
multiInputGateArea_um2: 53900
cts.sinks: 50
hold_critical_path_depth: 2
enable_flop_cells: 0
worst-slew-pin-transition_ps: 862
fillerInstances: 21000
pin_count: 204
layer usage:
metal	vias to the layer above	global-route usage	wire (um)	part of all wire
li1	20400	-	-	-
met1	23000	0.231	67400	0.37
met2	1688	0.312	90000	0.49
met3	247	0.0766	18000	0.098
met4	2	0.0643	8150	0.044
met5	-	0.00413	47	0.00026
state kept, by name, summed over array words and instances, names as in the netlist:
| name | flops |
|---|---|
| inductor_current | 25 |
| output_voltage | 25 |
area by class of cell:
class,count,share of cell area
diodes,1,0.0000365
clock buffers,5,0.00182
clock inverters,3,0.000638
inverters,1814,0.0993
multi-input cells,4879,0.786
flip-flops and latches,50,0.0146
well taps,2788,0.0509
repair buffers,363,0.0470
critical path: cells and delay by family:
family | cells | cell delay, ps
AOI/OAI and AO/OA | 13 | 3330
xor gates and xnor gates | 2 | 330
adders and majority gates | 9 | 3870
buffers and inverters | 8 | 1610
and+or+nand+nor | 8 | 1430
final timing paths:
check                                         start                     to  slack, ps
worst min register to register   output_voltage[23]     output_voltage[23]        560
worst min-delay path             output_voltage[23]     output_voltage[23]        560
worst max register to register    output_voltage[6]     output_voltage[24]      18650
worst max-delay path            inverse_resistor[1]  capacitor_current[24]      11770
cells in the final DEF, fill, tap and decap left out, drive strengths merged, types with 5 or more instances in the layout:
cell type	synthesis	routed
inv	1813	1813
fa	1615	1615
nand2	1004	1004
and2	713	713
ha	479	479
clkdlybuf4s50	0	201
xnor2	189	189
nor2	164	164
buf	21	162
a21oi	137	137
nor2b	78	78
o21ai	59	59
xor2	58	58
dfxtp	50	50
nand2b	41	41
nor3	38	38
a21o	36	36
nand3	26	26
mux2i	25	25
o21a	22	22
a31oi	17	17
and3	16	16
a211oi	16	16
o21bai	15	15
or2	14	14
or3	12	12
o211ai	11	11
nand4	10	10
or4	10	10
o31ai	8	8
o2111ai	5	5
xnor3	5	5
clkbuf	314	5
nor4	5	5
logic make-up (layout without fill, tap and decap cells):
logic type / count (synthesis) / in the layout / synth area share
AND/OR/NAND/NOR: 2136 / 2136 / 0.166
adder cells (fa/ha/maj): 2094 / 2094 / 0.611
flip-flops: 50 / 50 / 0.0160
other: 0 / 1 / 0
XOR/XNOR: 253 / 253 / 0.0367
buffers and inverters: 2149 / 2185 / 0.129
multiplexers: 28 / 28 / 0.00453
AND-OR/OR-AND: 368 / 368 / 0.0372
per-stage QoR:
stage	cell area (um^2)	worst slack, ps	hold WS [ps]
detailed placement	68400	11540	543
finish	68600	11770	558
floorplan	62700	14140	468
global route	68600	10810	585
CTS	68600	11790	561
global placement	68400	11600	538
